==> ./design.v <==
module HM_hash_selection
#(
	parameter MODULE_NUM = 0
)
(
	input [511:0] data_to_hash,
	input [1:0] hash_select,
	input [255:0] prev_hash,
	output logic [511:0] data
);
always_comb
begin  
	if(hash_select == 'd2)
		data = {32'h00000100,32'h0,32'h0,32'h0,32'h0,32'h0,32'h0,32'h80000000,prev_hash};
	else
		data = data_to_hash + MODULE_NUM;
end
endmodule
==> ./run.sh <==
#!/bin/bash
# OpenROAD 26Q1-2900-gdf79404cd8, Yosys 0.63+post, stock flow scripts
make -C /OpenROAD-flow-scripts/flow DESIGN_CONFIG=/design/flow/config.mk WORK_HOME=/design/flow/orfs finish
==> ./config.mk <==
export PLATFORM = sky130hd
export DESIGN_NAME = HM_hash_selection
export DESIGN_NICKNAME = HM_hash_selection
export VERILOG_FILES = /design/flow/design.v
export SDC_FILE = /design/flow/constraint.sdc
export NUM_CORES = 4
export LEC_CHECK = 1
export CORE_AREA = 10 10 491 491
export DIE_AREA = 0 0 501 501
==> ./constraint.sdc <==
current_design HM_hash_selection

set clk_period 31.6
set clk_io_pct 0.2

create_clock -name clk0 -period $clk_period

set non_clock_inputs [all_inputs -no_clocks]
set_input_delay [expr $clk_period * $clk_io_pct] -clock clk0 $non_clock_inputs
set_output_delay [expr $clk_period * $clk_io_pct] -clock clk0 [all_outputs]
==> CHANGELOG.md <==
### Changed

- Outcome: finished, final reports clean
- # setup viols final: 0
- Vias in the first global route: 10930
- Synth cell types: 9
- I/O pin cnt: 1282
- Share of layout cells above drive strength 1: 0.1246
- CP endpoint kind: primary output
- Post-layout util: 0.09391
- PD cells: around 15 nW/um^2
- Worst Hold Class: in -> out
- Unrepaired setup endpoints after global routing: false
- First-pass GRT wire length: ~240000 um
- DRC: 0
- Cell family with most CP delay: buffers and inverters
- Post-CTS sizing: 0
- CP max stage delay: around 0.73 ns
- Crit path buf inv count: 6
- Die H: 501 um
- Final hold violations: 0
- Chip Area, Yosys: 5106 um^2
- Yosys cell count: around 570
- Startpoint types: input pin
- Hold_ws: 13.56 ns
- Syn Std Cell Area: between 5000 and 6000 um^2
- Hpwl dp: just over 200000 um
- Final ANT Viol Nets: 0
- Post-Place Worst Slack: roughly 15 ns
- DRT iter0 DRCs: ~630
- Fin. max-slew vios: 0
- Pre-Place Util: 0.02219
- Antenna violations before repair: roughly 360
- Largest net degree at the start of global routing: about 75
- Crit-path cells: clkdlybuf4s50_1, nor2b_4, buf_4, buf_4, buf_4, buf_4, mux2_2, clkdlybuf4s50_1
- Cell count after synthesis: between 500 and 600
- WS Path Type: in -> out
- FMAX: 60.07 MHz
- Synthesized area per cell: between 8 and 9 um^2
- DR pass1 iterations: 6
- CP max-delay cell: buf_4
- Leak: between 6 and 7 nW
- Minimum clock period: approximately 17 ns
- Max Cap Viol: 0
- Die width: between 500 and 600 um
- Vias per cell: 2.326
- Vias: roughly 11000
- Fill cell count: approximately 27000
- Ys Warns: 1
- Post-CTS Repair Setup Buffers: 0
- Area growth, synth to finish: 323.2%
- Row cnt: around 180
- Worst path arrival time: just over 10 ns
- Clock buffer count: 0
- Synth Seq Share: 0
- Tool Warnings: 32
- Cycle use final: 0.5268
- Multi-input gate area: approximately 4700 um^2
- Most used cell, CP: buf_4
- Setup TNS: 0 ns
- Worst setup margin: 14.95 ns
- Total GRT Usage: 0.1635
- Registers: 0
- Required time of the critical path: ~25 ns
- Core Footprint: approximately 230000 um^2
- Pwr Total: 0.0003236 W
- Register Area: 0 um^2
- Worst IR Drop VDD: 0.006931 mV
- Post-CTS Hold Fix Bufs: 0
- Largest fanout on the critical path: roughly 54
- Congestion Overflow GR: 0
- Least-Margin Pin Slew: approximately 0.85 ns
- WL final: ~210000 um
- Die area: ~250000 um^2
- GPL Wtd Cong: 1.071
- DR WL/cell: 43.29 um
- Slew HR: 0.4313
- Number of port buffers: roughly 1300
area by class of cell:
type	count	area share
well taps	3026	0.1752
multi-input cells	514	0.2175
repair buffers	1292	0.5973
diodes	87	0.01007
tightest hold or removal path, stage by stage:
cell	delay [ns]
clkdlybuf4s50_1	0.38
and2_1	0.13
clkdlybuf4s50_1	0.40
layer usage:
layer	up-vias	track usage	share of wire
li1	4516	-	-
met1	4881	0.1527	0.32
met2	1252	0.2860	0.48
met3	532	0.1342	0.17
met4	260	0.01283	0.021
met5	-	0	0.0082
layout by cell type, fill, tap and decap left out, drive strengths merged:
master	instances
nor2b	1
diode	87
buf	10
and2	254
mux2	256
nand2b	3
clkdlybuf4s50	1282
cell families after synthesis:
family | count (synthesis) | synth area share
simple gates | 258 | 0.3161
mux | 256 | 0.6013
buf+inv | 57 | 0.08258
stage by stage:
stage | instance area, um^2 | instances
CTS | 21390 | 4832
finish | 21610 | 4919
floorplan | 5106 | 571
global route | 21460 | 4860
detailed placement | 21390 | 4832
global placement | 21390 | 4832
Yosys cell counts:
| master | count | share of area |
|---|---|---|
| mux2_4 | 50 | 0.15 |
| nor2b_1 | 1 | 0.0012 |
| and2_1 | 254 | 0.31 |
| mux2_1 | 43 | 0.095 |
| mux2_2 | 163 | 0.36 |
| buf_2 | 4 | 0.0039 |
| buf_6 | 27 | 0.060 |
| clkbuf_1 | 26 | 0.019 |
| nand2b_1 | 3 | 0.0037 |
power by group:
part / leakage, nW / switching (W) / total (W) / internal [W]
clock network: 0.000551 / 0 / 0.000000000391 / 0.000000000390
logic: 6.84 / 0.000130 / 0.000324 / 0.000193
registers: 0 / 0 / 0 / 0
total: 6.84 / 0.000130 / 0.000324 / 0.000193
path summary, 6_finish.rpt:
| path | start | endpoint | slack (ns) | cells after the start |
|---|---|---|---|---|
| setup / recovery | hash_select[1] | data[40] | 14.95 | 8 |
| hold / removal | data_to_hash[484] | data[484] | 13.56 | 3 |
Power figures rest on the tool's default switching activity, not on a simulated workload.
