==> flow/design.v <==
module PD_block_storage
(
	input i_data_en,
	input [7:0] i_data,
	input [6:0] i_data_sel,  
	input clk,
	input n_rst,
	input increment,
	output wire [63:0][7:0] chunk_1,
	output wire [15:0][7:0] chunk_2,
	output wire [31:0][7:0] difficulty
);
reg [111:0][7:0] storage;
reg [111:0][7:0] storage_next;
reg [111:0] write_en;
reg [3:0][7:0] flipped;
reg [3:0][7:0] flipped_increment;
reg [3:0][7:0] unflipped;
always_ff @ (posedge clk) begin
	storage <= storage_next;
end
always_comb begin
	integer j;
	for(j = 0; j < 112; j = j + 1)begin
		if(write_en[j] == 1)
			storage_next[j][7:0] = i_data[7:0];
		else
			storage_next[j][7:0] = storage[j][7:0];
	end
	if(increment)
	begin
		storage_next[79:76] = storage[79:76] + 1;
	end  
end
always_comb begin
	integer i;
	if(i_data_en) begin
		for(i = 0; i < 112; i = i + 1) begin
			if(i_data_sel == i) begin
				write_en[i] = 1'b1;
			end
			else begin
				write_en[i] = 1'b0;
			end
		end
	end
	else begin
		write_en = 'b0;
	end
end
genvar i;
generate
	for(i = 0; i < 63; i = i + 4) begin	
		flip_endian #(.LENGTH(32), .FLIP_LENGTH(8)) FLIP_CHUNK_1 (storage[i +: 4], chunk_1[i +: 4]);  
	end
endgenerate
generate
	for(i = 0; i < 16; i = i + 4) begin	
		flip_endian #(.LENGTH(32), .FLIP_LENGTH(8)) FLIP_CHUNK_2 (storage[(i + 64) +: 4], chunk_2[i +: 4]);  
	end
endgenerate
		flip_endian #(.LENGTH(256), .FLIP_LENGTH(8)) FLIP_DIFF (storage[111:80], difficulty[31:0]);  
endmodule
module PD_chunk_decoder
(
	input [1:0] hash_select,
	input [511:0] chunk_1,
	input [127:0] chunk_2,
	output wire [511:0] data_to_hash
);
logic [511:0]data;
assign data_to_hash = data;
always_comb
begin
	if(hash_select == 0) begin
		data = chunk_1;
	end
	else begin  
		data = {32'd640,320'b0,32'h80000000,chunk_2};  
	end
end
endmodule
module PD_controller
(
	input clk,
	input n_rst,
	input write_enable,
	input [7:0] rx_data,
	input hash_done,
	input packet_done,
	input eop,
	input rcv_error,
	input [6:0] byte_count,
	output logic i_data_en,
	output logic [6:0] i_data_sel,
	output logic [7:0] i_data,
	output logic p_error,
	output logic stop_calc,
	output logic new_block,
	output logic host_ready,
	output logic begin_hash,
	output logic interrupt,
	output logic cnt_up,
	output logic clr_cnt,
	output logic transmit_ack,
	output logic transmit_nack,
	output logic packet_type
);
typedef enum bit [5:0] {IDLE, READ_PID, IN_PID, WAIT_ADDRESS_IN, READ_ADDRESS_IN, EOP_WAIT, SEND_TRANSFER_PACKET, OUT_PID, WAIT_ADDRESS_OUT, READ_ADDRESS_OUT, VALID_ADDRESS_OUT,
			OUT_EOP_WAIT, WAIT_DATA_TYPE, CHECK_DATA_TYPE, INTERRUPT, PACKET_1_WAIT, WRITE_PACKET_1, PACKET_2_WAIT, WRITE_PACKET_2, NEW_BLOCK, ERROR, QUIT1, QUIT2, VALID_ADDRESS_IN,
			INTERRUPT_WAIT_EOP, WAIT_EOP_END, TRANSMIT_ACK, TRANSMIT_NACK, WAIT_EOP_PACKET, WAIT_EOP_BLOCK, ERROR_EOP_WAIT, ERROR_EOP_END, HOST_READY_WAIT, HOST_READY} stateType;
stateType current_state, next_state;
logic valid_address;
logic valid_address_next;
logic valid_address_enable;
always_ff @ (posedge clk, negedge n_rst)
begin
	if(n_rst == 1'b0)
	begin
		valid_address <= 'b0;
	end	
	else if(valid_address_enable)
	begin
		valid_address <= valid_address_next;
	end
	else
	begin
		valid_address <= valid_address;
	end
end
always_ff @ (posedge clk, negedge n_rst)
begin
	if(n_rst == 1'b0)
	begin
		current_state <= IDLE;
	end	
	else
	begin
		current_state <= next_state;
	end
end
assign i_data = rx_data;
assign i_data_sel = byte_count;
always_comb
begin
	next_state = current_state;
	p_error = 0;
	cnt_up = 0;
	stop_calc = 0;
	new_block = 0;
	i_data_en = 0;
	valid_address_next = 0;
	valid_address_enable = 0;
	clr_cnt = 0;
	host_ready = 0;
	interrupt = 0;
	begin_hash = 0;
	transmit_ack = 0;
	transmit_nack = 0;
	packet_type = 0;
	case(current_state)
		IDLE: begin
			if(write_enable)
				next_state = READ_PID;
		end
		READ_PID: begin
			if(rx_data[3:0] == ~(rx_data[7:4]))
			begin
				if(rx_data == 8'b01101001)
					next_state = IN_PID;
				else if(rx_data == 8'b11100001)  
					next_state = OUT_PID;
				else if(rx_data == 8'b11000011 && valid_address)
					next_state = QUIT1;  
				else if(rx_data == 8'b01001011 && valid_address)
					next_state = QUIT2;  
			end
			else
			begin
				next_state = ERROR;
			end
		end
		IN_PID: begin
			next_state = WAIT_ADDRESS_IN;
		end
		WAIT_ADDRESS_IN: begin
			if(write_enable)
				next_state = READ_ADDRESS_IN;
			else
				next_state = WAIT_ADDRESS_IN;
		end
		READ_ADDRESS_IN: begin
			if(rx_data[6:0] == 7'b0010101)
				next_state = VALID_ADDRESS_IN;
			else
				next_state = OUT_EOP_WAIT; 
		end
		VALID_ADDRESS_IN: begin
			if(eop)
				next_state = SEND_TRANSFER_PACKET;
			else
				next_state = VALID_ADDRESS_IN;
		end
		EOP_WAIT: begin
			if(eop)
				next_state = IDLE;
			else
				next_state = EOP_WAIT;
		end
		SEND_TRANSFER_PACKET: begin
			next_state = HOST_READY_WAIT;
		end
		HOST_READY_WAIT: begin
			if(!eop)
				next_state = HOST_READY;
			else
				next_state = HOST_READY_WAIT;
		end
		HOST_READY: begin
			host_ready = 1;
			next_state = IDLE;
		end
		OUT_PID: begin
			next_state = WAIT_ADDRESS_OUT;
		end
		WAIT_ADDRESS_OUT: begin
			if(write_enable)
				next_state = READ_ADDRESS_OUT;
			else
				next_state = WAIT_ADDRESS_OUT;
		end
		READ_ADDRESS_OUT: begin
			if(rx_data[6:0] == 7'b0010101)
				next_state = VALID_ADDRESS_OUT;
			else
				next_state = OUT_EOP_WAIT; 
		end
		VALID_ADDRESS_OUT: begin
			valid_address_next = 1;
			valid_address_enable = 1;
			next_state = OUT_EOP_WAIT;
		end
		OUT_EOP_WAIT: begin
			if(eop)
				next_state = IDLE;
			else
				next_state = OUT_EOP_WAIT;
		end
		QUIT1: begin
			packet_type = 1;
			next_state = WAIT_DATA_TYPE;
			interrupt = 1;
		end
		WAIT_DATA_TYPE: begin
			packet_type = 1;
			if(write_enable)
				next_state = CHECK_DATA_TYPE;
			else
				next_state = WAIT_DATA_TYPE;
		end
		CHECK_DATA_TYPE: begin
			packet_type = 1;
			if(rx_data == 8'b00000100)
				next_state = INTERRUPT;
			else if(rx_data == 8'b00000001)
				next_state = PACKET_1_WAIT;
			else
				next_state = ERROR;
		end
		INTERRUPT: begin
			packet_type = 1;
			interrupt = 1;
			next_state = INTERRUPT_WAIT_EOP;
		end
		INTERRUPT_WAIT_EOP: begin
			packet_type = 1;
			if(eop)
				next_state = WAIT_EOP_END;
			else
				next_state = INTERRUPT_WAIT_EOP;
		end
		WAIT_EOP_END: begin
			packet_type = 1;
			if(!eop)
				next_state = TRANSMIT_ACK;
			else
				next_state = WAIT_EOP_END;
		end
		TRANSMIT_ACK: begin
			transmit_ack = 1;
			next_state = IDLE;
		end
		PACKET_1_WAIT: begin
			packet_type = 1;
			if(write_enable)
				next_state = WRITE_PACKET_1;
			else
				next_state = PACKET_1_WAIT;
		end
		WRITE_PACKET_1: begin
			packet_type = 1;
			i_data_en = 1;
			cnt_up = 1;
			if(packet_done)
				next_state = WAIT_EOP_PACKET;
			else
				next_state = PACKET_1_WAIT;
		end
		WAIT_EOP_PACKET: begin
			packet_type = 1;
			if(eop)
				next_state = WAIT_EOP_END;
			else
				next_state = WAIT_EOP_PACKET;
		end
		QUIT2: begin
			packet_type = 1;
			next_state = PACKET_2_WAIT;
			interrupt = 1;
		end
		PACKET_2_WAIT: begin
			packet_type = 1;
			if(write_enable)
				next_state = WRITE_PACKET_2;
			else
				next_state = PACKET_2_WAIT;
		end
		WRITE_PACKET_2: begin
			i_data_en = 1;
			cnt_up = 1;
			if(packet_done)
				next_state = WAIT_EOP_BLOCK;
			else
				next_state = PACKET_2_WAIT;
		end
		WAIT_EOP_BLOCK: begin
			packet_type = 1;
			if(eop)
				next_state = NEW_BLOCK;
			else
				next_state = WAIT_EOP_BLOCK; 
		end
		NEW_BLOCK: begin
			packet_type = 1;
			new_block = 1;
			clr_cnt = 1;
			next_state = WAIT_EOP_END;			
		end
		ERROR: begin
			p_error = 1;
			next_state = ERROR_EOP_WAIT;
		end
		ERROR_EOP_WAIT: begin
			if(eop)
				next_state = ERROR_EOP_END;
			else
				next_state = ERROR_EOP_WAIT;
		end
		ERROR_EOP_END: begin
			if(!eop)
				next_state = TRANSMIT_NACK;
			else
				next_state = ERROR_EOP_END;
		end
		TRANSMIT_NACK: begin
			transmit_nack = 1;
			next_state = IDLE;
		end
	endcase
	if(rcv_error && !eop)
		next_state = ERROR_EOP_WAIT;
	else if(rcv_error && eop)
		next_state = ERROR_EOP_END;
end
endmodule
module PD_timer(
	input wire clk,
	input wire n_rst,
	input wire cnt_up,
	input wire clr_cnt,
	output logic packet_done,
	output logic [6:0] byte_count
);
	flex_counter #(7) TIMER_PD (.clk(clk), .n_rst(n_rst), .clear(clr_cnt), .count_enable(cnt_up), .rollover_val(7'd111), .count_out(byte_count), .rollover_flag());
	assign packet_done = (byte_count == 7'd62 || byte_count == 7'd111) ? 1 : 0;
endmodule
module PD_top_level
(
	input wire clk,
	input wire n_rst,
	input wire write_enable,
	input wire [7:0] rx_data,
	input wire eop,
	input wire [1:0] hash_select,
	input wire increment,
	input wire hash_done,
	input wire rcv_error,
	output logic interrupt,
	output logic [511:0] data_to_hash,
	output logic p_error,
	output logic host_ready,
	output logic [255:0] difficulty,
	output logic new_block,
	output logic transmit_ack,
	output logic transmit_nack,
	output logic packet_type
);
logic packet_done;
logic i_data_en;
logic [6:0] i_data_sel;
logic [7:0] i_data;
logic stop_calc;
logic begin_hash;
logic cnt_up;
logic [511:0] chunk_1;
logic [127:0] chunk_2;
logic clr_cnt;
logic [6:0] byte_count;
PD_controller CONTROLLER (.clk(clk), .n_rst(n_rst), .write_enable(write_enable), .rx_data(rx_data), .packet_done(packet_done), .eop(eop), .i_data_en(i_data_en), .packet_type(packet_type),
				.i_data_sel(i_data_sel), .i_data(i_data), .p_error(p_error), .stop_calc(stop_calc), .new_block(new_block), .host_ready(host_ready), .begin_hash(begin_hash), 
				.cnt_up(cnt_up), .hash_done(hash_done), .clr_cnt(clr_cnt), .transmit_ack(transmit_ack), .byte_count(byte_count), .transmit_nack(transmit_nack), .rcv_error(rcv_error), .interrupt(interrupt));
PD_block_storage BLOCK_STORAGE (.clk(clk), .n_rst(n_rst), .i_data_en(i_data_en), .i_data_sel(i_data_sel), .i_data(i_data), .difficulty(difficulty), .chunk_1(chunk_1), .chunk_2(chunk_2), .increment(increment));
PD_chunk_decoder CHUNK_DECODER (.hash_select(hash_select), .chunk_1(chunk_1), .chunk_2(chunk_2), .data_to_hash(data_to_hash));
PD_timer TIMER (.clk(clk), .n_rst(n_rst), .cnt_up(cnt_up), .clr_cnt(clr_cnt), .packet_done(packet_done), .byte_count(byte_count));
endmodule
module flex_counter
#(
	parameter NUM_CNT_BITS = 4
)
(
	input wire n_rst,
	input wire clear,
	input wire clk,
	input wire count_enable,
	input wire [NUM_CNT_BITS-1:0] rollover_val,
	output wire [NUM_CNT_BITS-1:0] count_out,
	output wire rollover_flag
);
reg [NUM_CNT_BITS-1:0] count_reg;
logic roll;
logic [NUM_CNT_BITS-1:0] cnt_o;
reg rollover_reg;
assign count_out = count_reg;
assign rollover_flag = rollover_reg;
always_ff @ (posedge clk, negedge n_rst)
begin
	if(n_rst == 0)
	begin
		count_reg <= '0;
		rollover_reg <= 0;
	end
	else
	begin
		count_reg <= cnt_o;
		rollover_reg <= roll;
	end
end
always_comb begin : Inc_logic
	roll = 1'b0;
	if(count_enable)
	begin
		cnt_o = count_reg + 1;
		if(count_reg + 1 == rollover_val)
			roll = 1;
		if(count_reg == rollover_val)
		begin
			cnt_o = 1;
			roll = 0;
		end
	end
	else
	begin
		cnt_o = count_reg;
		roll = rollover_reg;
	end
	if(clear)
	begin
		roll = 0;
		cnt_o = 0;
	end
end
endmodule
module flip_endian
#(
	parameter LENGTH = 512,
	parameter FLIP_LENGTH = 32
)
(
	input wire [LENGTH - 1:0] data,
	output wire [LENGTH - 1:0] flipped
);
logic [LENGTH - 1:0] temp;
assign flipped = temp;
always_comb begin
	integer j;
	integer k;
	for (j = 0; j < LENGTH; j = j + FLIP_LENGTH) begin
		for (k = 0; k < FLIP_LENGTH; k = k + 1) begin
			temp[j+k] = data[LENGTH-FLIP_LENGTH-j+k];
			temp[LENGTH-FLIP_LENGTH-j+k] = data[k+j];
		end
	end
end
endmodule
==> flow/run.sh <==
#!/bin/bash
# OpenROAD 26Q1-2900-gdf79404cd8, Yosys 0.63+post, stock flow scripts
make -C /OpenROAD-flow-scripts/flow DESIGN_CONFIG=/design/flow/config.mk WORK_HOME=/design/flow/orfs finish
==> flow/config.mk <==
export PLATFORM = sky130hd
export DESIGN_NAME = PD_top_level
export DESIGN_NICKNAME = PD_top_level
export VERILOG_FILES = /design/flow/design.v
export SDC_FILE = /design/flow/constraint.sdc
export NUM_CORES = 4
export LEC_CHECK = 1
export CORE_UTILIZATION = 30
export SYNTH_HDL_FRONTEND = slang
==> flow/constraint.sdc <==
current_design PD_top_level

set clk_period 29.0
set clk_io_pct 0.2

create_clock -name clk0 -period $clk_period [get_ports {clk}]

set non_clock_inputs [all_inputs -no_clocks]
set_input_delay [expr $clk_period * $clk_io_pct] -clock clk0 $non_clock_inputs
set_output_delay [expr $clk_period * $clk_io_pct] -clock clk0 [all_outputs]
==> run notes <==
fresh numbers from the pnr run: outcome=finished clean, synthesized area=0.0341 mm^2, Async SR Flop Fraction=1.54%, area grow syn2layout=38.1%, All-Layer GR Usage=19.0%, combinational fraction of design power=7.4%, pre-CTS setup slack=12.83 ns, Late-Pin Clk Latency=0.67 ns, Slew HR=37.5%, clock slew at reported path FFs=0.05 ns, Max VDD drop=0.0574 mV, Final Skew=0.0272 ns, maximum capacitance violations=0, post-DP HPWL=69700 um, final wirelength=104000 um, H-tree depth=3, worst setup path class=in2out, iteration count of the initial detailed-routing pass=5, Clock power frac=41.1%, leakage power=15.3 nW, Net Sw Power=658 uW, Die Area=0.115 mm^2, Final Worst Setup Slack=12.89 ns, Hold WC Path Type=reg2reg, OpenROAD warnings=32, RSZ-0062 raised after global routing=false, hold_buf cts=0, layout cells sized above 1=12.0%, Yosys top cell by area=edfxtp_1, Mux area share=4.19%, FP Rows=123, DR iter-0 viols=1400, Worst Path Max Fanout=87, syn_area_per_cell=17.2 um^2, post-CTS sizing=0, Final Hold Vio Count=0, Seq share, synth=79.9%, Post CTS Setup Buffer Count=0, Req. time, crit path=23.20 ns, Fin Setup TNS=0 ns, # port buffers=790, crit path time final=16.11 ns, grt ovf=0, Max clock buf depth=3, synth warn=0, internal power=2.23 mW, vias in the first global route=19600, first-pass GRT wire length=146000 um, CP endpoint kind=primary output, core area=0.113 mm^2, Synth cell types=62, yosys xor share=0.925%, # Cells Yosys=1988, die width=339 um, drt via density=4.49, ranking of synthesized cells by area=edfxtp_1, and2_1, mux2_2, boundary pin count=792, initial antenna violation count=3, drt wl/cell=23.5 um, gpl congestion=0.896, total CTS buffers=97, CTS tree=done, Top cells excl fill/tap=edfxtp_1, clkdlybuf4s50_1, and2_1, Setup crit start kind=input pin, FF+latch count, synth=910, DRC=0, post-layout period usage of the worst path=55.5%, Synth logic family=simple AND/OR/NAND/NOR gates, TritonCTS sink count=910, Power Density=61.3 mW/mm^2, Starting Density=30.3%, Adder Area Share=0.183%, Slew Viols, Final=0, AO/OA Area Share=1.65%, Arrival @ worst endpoint=10.31 ns, root buf cell=clkbuf_16, achievable frequency=62.1 MHz, and+or+nand+nor area frac=11.9%, vias post-DR=19900, top_reg_cell synth=edfxtp_1, sequential power share=51.4%, Top cell area share=78.9%, largest net degree at the start of global routing=109, Final Setup Violations=0, Syn Inst Count=1988, Sw Share=22.8%, YS chip area=0.0341 mm^2, Commonest Layout Cell=edfxtp_1, slew at the pin closest to its max-slew limit=0.935 ns, Die Ht=339 um, Worst R2R Setup Slack=24.84 ns, Antenna Nets Post-Route=0, post-synth tally of flip-flops with integrated enable=896
flip-flops by register name (all words and copies together), names as in the netlist:
signal,cells
BLOCK_STORAGE.storage,896
CONTROLLER.current_state,6
CONTROLLER.valid_address,1
TIMER.TIMER_PD.count_out,7
power groups by stage:
stage / Sequential [mW] / Clock [mW] / Combinational (mW)
4_1_cts: 1.48 / 1.22 / 0.216
5_1_grt: 1.49 / 1.27 / 0.232
6_report: 1.49 / 1.19 / 0.214
final cells by class:
| type | count | area, um^2 |
|---|---|---|
| fill | 10200 | 65600 |
| antenna | 2 | 5.00 |
| timing repair buffer | 861 | 8420 |
| clock buffer | 121 | 2540 |
| clock inverter | 56 | 517 |
| tap | 1500 | 1880 |
| sequential | 910 | 27300 |
| multi-input combinational | 976 | 6430 |
| inverter | 8 | 30.0 |
through the flow:
step | hold slack [ns] | area (um^2) | std cells | power, mW | util [%]
5_1_grt | 0.572 | 47100 | 4432 | 2.99 | 41.8
3_3_place_gp | 0.554 | 44000 | 4255 | 1.73 | 39.1
6_report | 0.564 | 47100 | 4434 | 2.89 | 41.8
4_1_cts | 0.565 | 47100 | 4432 | 2.92 | 41.8
2_1_floorplan | 0.456 | 34100 | 1988 | 1.61 | -
3_5_place_dp | 0.555 | 44000 | 4255 | 1.73 | 39.1
worst max-delay path: stages:
cell and delay, ns:
clkdlybuf4s50_1 0.49, nor2_4 0.37, buf_4 0.62, buf_4 0.59, buf_4 0.61, buf_4 0.72
mux2_2 0.42, clkdlybuf4s50_1 0.49
synthesized netlist by cell type, types with 7 or more instances:
cell type,n
nand2b_1,7
xor2_1,19
a21oi_1,46
xnor2_1,17
inv_1,8
and3_1,12
mux2_2,127
dfrtp_1,14
nor2_1,148
nor3_1,15
o21ai_0,15
buf_2,21
and2_1,382
nand2_1,43
nor4_1,10
nor3b_1,8
nand3_1,29
nor2b_1,13
edfxtp_1,896
clkbuf_1,68
nand4_1,12
metal layers:
metal	global-route usage, %	vias to the layer above	wire length [um]
met4	3.76	4	2550
met1	24.2	9682	37200
met5	1.43	-	233
met2	29.8	1007	50800
li1	-	9078	-
met3	10.0	145	13300
worst paths after layout:
check                      cells past startpoint                         from                           to
max reg2reg                                    6  CONTROLLER.current_state[4]   BLOCK_STORAGE.storage[297]
min reg2reg                                    1     CONTROLLER.valid_address     CONTROLLER.valid_address
min                                            1     CONTROLLER.valid_address     CONTROLLER.valid_address
max                                            8               hash_select[1]             data_to_hash[76]
min in group asynchronous                      1                        n_rst  TIMER.TIMER_PD.count_out[4]
max in group asynchronous                      1                        n_rst  CONTROLLER.current_state[4]
cell families (layout without fill, tap and decap cells):
kind of cell             count (synthesis)  count (layout)
flip-flops                             910             910
AND/OR/NAND/NOR                        714             714
multiplexers                           127             127
buffers and inverters                  102            1046
AND-OR/OR-AND                           94              94
XOR/XNOR                                36              36
adder cells (fa/ha/maj)                  5               5
other                                    0               2
Power figures rest on the tool's default switching activity, not on a simulated workload.
