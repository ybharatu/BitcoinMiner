==> flow/design.v <==
module HM_check_hash
(
	input [255:0] out_hash,
	input [7:0][31:0] difficulty,
	input hash_done,
	output logic valid_hash_flag
);
logic [255:0] out_hash_logic;
flip_endian #(.LENGTH(32), .FLIP_LENGTH(8)) FLIP_HASH_0 (out_hash[31:0], out_hash_logic[31:0]);
flip_endian #(.LENGTH(32), .FLIP_LENGTH(8)) FLIP_HASH_1 (out_hash[63:32], out_hash_logic[63:32]);
flip_endian #(.LENGTH(32), .FLIP_LENGTH(8)) FLIP_HASH_2 (out_hash[95:64], out_hash_logic[95:64]);
flip_endian #(.LENGTH(32), .FLIP_LENGTH(8)) FLIP_HASH_3 (out_hash[127:96], out_hash_logic[127:96]);
flip_endian #(.LENGTH(32), .FLIP_LENGTH(8)) FLIP_HASH_4 (out_hash[159:128], out_hash_logic[159:128]);
flip_endian #(.LENGTH(32), .FLIP_LENGTH(8)) FLIP_HASH_5 (out_hash[191:160], out_hash_logic[191:160]);
flip_endian #(.LENGTH(32), .FLIP_LENGTH(8)) FLIP_HASH_6 (out_hash[223:192], out_hash_logic[223:192]);
flip_endian #(.LENGTH(32), .FLIP_LENGTH(8)) FLIP_HASH_7 (out_hash[255:224], out_hash_logic[255:224]);
always_comb begin
	if((out_hash_logic < difficulty) && (hash_done == 1))
		valid_hash_flag = 1;
	else
		valid_hash_flag = 0;
end
endmodule
module flip_endian
#(
	parameter LENGTH = 512,
	parameter FLIP_LENGTH = 32
)
(
	input wire [LENGTH - 1:0] data,
	output wire [LENGTH - 1:0] flipped
);
logic [LENGTH - 1:0] temp;
assign flipped = temp;
always_comb begin
	integer j;
	integer k;
	for (j = 0; j < LENGTH; j = j + FLIP_LENGTH) begin
		for (k = 0; k < FLIP_LENGTH; k = k + 1) begin
			temp[j+k] = data[LENGTH-FLIP_LENGTH-j+k];
			temp[LENGTH-FLIP_LENGTH-j+k] = data[k+j];
		end
	end
end
endmodule
==> flow/run.sh <==
#!/bin/bash
# OpenROAD 26Q1-2900-gdf79404cd8, Yosys 0.63+post, stock flow scripts
make -C /OpenROAD-flow-scripts/flow DESIGN_CONFIG=/design/flow/config.mk WORK_HOME=/design/flow/orfs finish
==> flow/config.mk <==
export PLATFORM = sky130hd
export DESIGN_NAME = HM_check_hash
export DESIGN_NICKNAME = HM_check_hash
export VERILOG_FILES = /design/flow/design.v
export SDC_FILE = /design/flow/constraint.sdc
export NUM_CORES = 4
export LEC_CHECK = 1
export CORE_AREA = 10 10 239 239
export DIE_AREA = 0 0 249 249
==> flow/constraint.sdc <==
current_design HM_check_hash

set clk_period 5.2
set clk_io_pct 0.2

create_clock -name clk0 -period $clk_period

set non_clock_inputs [all_inputs -no_clocks]
set_input_delay [expr $clk_period * $clk_io_pct] -clock clk0 $non_clock_inputs
set_output_delay [expr $clk_period * $clk_io_pct] -clock clk0 [all_outputs]
==> impl_metrics.ini <==
; physical design summary
[routing]
wirelength_mm = 34.4
dr_wl_met2_mm = 16.7
wire_per_inst_um = 15.9
ant_nets = 0
vias_per_cell = 3.78
drc_errors = 0
vias = 8189
num_antenna_cells = 0
drt-met1-wl_mm = 15.2
drtIter0Drc = 200
wl_met3_mm = 2.31
dr.pass1.iters = 4
top_layer = met5

[logic_synthesis]
netlist_instances = 917
seq_area_frac_synth_pct = 0
avgSynthCellArea_um2 = 7.06
synth_warnings = 2
netlist_area_mm2 = 0.00648
yosys.stat.chipArea_mm2 = 0.00648
ys_types = 43
ys_cells = 917

[power]
power_mw = 0.923
pwr_density_cell_mw_per_mm2 = 70.9
vdd_drop_max_mv = 0.0284
power.leakage_nw = 6.51

[global_routing]
grt_first_pass_wirelength_mm = 50.4
grt_max_degree = 6
overflow = 0
grt_pass1_vias = 8289
antenna_found_initial = 2
grtUsageTotal_pct = 10.5

[critical_path]
cp-end-kind = output port
worstPathCellList = clkdlybuf4s50_1 -> inv_1 -> ha_1 -> nand4_4 -> nor4_4 -> nand2_2 -> nor4_4 -> nand4_1 -> or4_1 -> a311oi_2 -> buf_4 -> nor3_1 -> dlygate4sd2_1
path_class = input port to output port
critical_path.startpoint = difficulty[218]
cp.arrival_ns = 4.03
max_stage_delay_ns = 0.55
worstPathRequired_ns = 4.16
cp_slowest_cell = or4_1
cp-start-kind = input port
crit_fanout = 2
cpMostUsedCell = nor4_4

[timing]
finalSetupViolCount = 0
worstMarginPinSlew_ns = 0.630
finalHoldViolations = 0
layout_worst_path_cycle_share_pct = 97.5
slew_viol_final = 0
min_period_ns = 5.07
slew_headroom_pct = 57.6
rsz0062_at_grt = no
max_freq_mhz = 197

[floorplanning]
die_h_um = 249
core-area_mm2 = 0.0516
fp_util_pct = 12.5
die_w_um = 249
rows = 83
num_io_pins = 514
die-area_mm2 = 0.0620

[placement]
io_buffer_count = 514
dpl.hpwl_mm = 33.2
dpl_cell_area_mm2 = 0.0128
place.gp.congestion = 0.897

[hold_path]
holdPathEnd = valid_hash_flag
hold_path_class = input port to output port
hold_start = hash_done
holdPathStages = 6

[clock_network]
postCtsHoldBufs = 0

[flow_run]
warnings = 32
maxCapViolCount = 0

[layout]
layout-drive-gt1-share_pct = 5.32
fillers = 5571
area_delta_synth_final_pct = 101
regArea_um2 = 0
clkbuf_count = 0
seq_cell_count = 0
logic_area_mm2 = 0.00564
final_area_mm2 = 0.0130

[status]
status = finished clean
[through the flow]
stage	cells	setup WS [ns]	TNS (ns)	util (%)	hold WS (ns)
finish	2165	0.132	0	25.2	3.07
global route	2165	0.00175	0	25.2	3.10
CTS	2162	0.00796	0	25.0	3.06
detailed placement	2161	-0.738	-0.738	24.9	3.24
global placement	2161	-0.693	-0.693	24.9	3.25
floorplan	917	1.19	0	-	2.27
[layout make-up]
class,instances,area share (%)
Tap cell,680,6.53
Timing Repair Buffer,568,42.6
Multi-Input combinational cell,654,43.3
Inverter,263,7.58
[worst max path at each step]
stage | endpoint | slack [ns] | depth (start not counted)
global route | valid_hash_flag | 0.002 | 13
finish | valid_hash_flag | 0.13 | 13
CTS | valid_hash_flag | 0.008 | 13
[layout by cell type (no fill, tap or decap), drive strengths merged, types with 3 or more instances in the layout]
master / synthesis / layout
nor2b: 5 / 5
o2111ai: 3 / 3
nand4: 43 / 43
a211oi: 11 / 11
nor3: 16 / 16
inv: 263 / 263
nor4: 7 / 7
a21o: 33 / 33
buf: 0 / 54
nand3: 13 / 13
and4: 8 / 8
clkdlybuf4s50: 0 / 513
nand2: 61 / 61
a21oi: 83 / 83
o211ai: 6 / 6
ha: 255 / 255
a221oi: 10 / 10
nor2: 33 / 33
o21ai: 38 / 38
o21a: 3 / 3
[power breakdown]
group,internal [mW],switching (mW)
clock network,0,0
registers,0,0
logic,0.577,0.346
[cell usage after synthesis, types with 10 or more instances]
library cell | n | area share (%)
nand2_1 | 60 | 3.5
nand4_1 | 41 | 4.0
inv_1 | 263 | 15
nor2_1 | 33 | 1.9
nand3_1 | 13 | 1.0
nor3_1 | 15 | 1.2
a221oi_1 | 10 | 1.4
a211oi_1 | 11 | 1.3
a21oi_1 | 83 | 6.4
o21ai_0 | 37 | 2.9
a21o_1 | 33 | 3.8
ha_1 | 255 | 49
[worst max-delay path: cells and delay by family]
kind / cells / cell delay, ns
buffers and inverters: 4 / 0.92
adder cells (fa/ha/maj): 1 / 0.34
AND-OR/OR-AND: 1 / 0.25
AND/OR/NAND/NOR: 7 / 1.47
[logic make-up (layout without fill, tap and decap cells)]
family | after synthesis | in the layout | synth area share, %
AOI/OAI and AO/OA | 206 | 206 | 19.8
adders and majority gates | 255 | 255 | 49.3
buffers and inverters | 263 | 831 | 15.2
and+or+nand+nor | 193 | 193 | 15.7
[per-layer routing]
metal,GRT usage (%),up-vias
met3,2.59,12
li1,-,4333
met1,13.3,3550
met2,18.6,290
met4,0.434,4
met5,0,-
[timing repair]
item	CTS	global route
resized	14	11
buffers inserted	1	3
pin swaps	5	9
setup endpoints to repair	1	1
